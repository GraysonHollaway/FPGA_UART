===== design.v =====
module Bin_To_7Seg (
    input i_Clk,
    input [3:0] Bin_Num,
    output o_Segment_A,
    output o_Segment_B,
    output o_Segment_C,
    output o_Segment_D,
    output o_Segment_E,
    output o_Segment_F,
    output o_Segment_G
);
    reg [6:0] r_Hex_Encoding = 7'h00;
    always @(posedge i_Clk) begin
        case (Bin_Num)
            4'b0000 : r_Hex_Encoding <= 7'h7E;
            4'b0001 : r_Hex_Encoding <= 7'h30;
            4'b0010 : r_Hex_Encoding <= 7'h6D;
            4'b0011 : r_Hex_Encoding <= 7'h79;
            4'b0100 : r_Hex_Encoding <= 7'h33;
            4'b0101 : r_Hex_Encoding <= 7'h5B;
            4'b0110 : r_Hex_Encoding <= 7'h5F;
            4'b0111 : r_Hex_Encoding <= 7'h70;
            4'b1000 : r_Hex_Encoding <= 7'h7F;
            4'b1001 : r_Hex_Encoding <= 7'h7B;
            4'b1010 : r_Hex_Encoding <= 7'h77;
            4'b1011 : r_Hex_Encoding <= 7'h1F;
            4'b1100 : r_Hex_Encoding <= 7'h4E;
            4'b1101 : r_Hex_Encoding <= 7'h3D;
            4'b1110 : r_Hex_Encoding <= 7'h4F;
            4'b1111 : r_Hex_Encoding <= 7'h47;
        endcase
    end
    assign o_Segment_A = r_Hex_Encoding[6];
    assign o_Segment_B = r_Hex_Encoding[5];
    assign o_Segment_C = r_Hex_Encoding[4];
    assign o_Segment_D = r_Hex_Encoding[3];
    assign o_Segment_E = r_Hex_Encoding[2];
    assign o_Segment_F = r_Hex_Encoding[1];
    assign o_Segment_G = r_Hex_Encoding[0];
endmodule
module Debounce_Switch (input i_Clk, input i_Switch, output o_Switch);
  parameter c_DEBOUNCE_LIMIT = 250000;   
  reg [17:0] r_Count = 0;
  reg r_State = 1'b0;
  always @(posedge i_Clk)
  begin
    if (i_Switch !== r_State && r_Count < c_DEBOUNCE_LIMIT)
      r_Count <= r_Count + 1;
    else if (r_Count == c_DEBOUNCE_LIMIT)
    begin
      r_State <= i_Switch;
      r_Count <= 0;
    end 
    else
      r_Count <= 0;
  end
  assign o_Switch = r_State;
endmodule
module UART_RX #(parameter CLOCKS_PER_BIT = 217) (
    input i_Clk,
    input i_RX_Serial,
    output o_RX_DV,
    output [7:0] o_RX_Byte
);
    parameter INITIAL  = 3'b000;
    parameter START_BIT = 3'b001;
    parameter SERIAL_DATA = 3'b010;
    parameter STOP_BIT = 3'b011;
    parameter CLEANUP = 3'b100;
    reg [2:0] r_State = 3'b000;
    reg [7:0] r_RX_Byte = 3'b000;
    reg r_RX_DV = 0;
    reg [2:0] r_Bit_Index = 0;
    reg [7:0] r_Clock_Count = 0;
    always @(posedge i_Clk) begin
        case (r_State) 
            INITIAL :
                begin
                    r_RX_DV <= 0;
                    r_Clock_Count <= 0;
                    r_Bit_Index <= 0;
                    if(i_RX_Serial == 1'b0) 
                        begin
                            r_State <= START_BIT;
                        end
                    else
                        begin
                            r_State <= INITIAL;
                        end
                end
            START_BIT :
                begin
                    if(r_Clock_Count == (CLOCKS_PER_BIT - 1) / 2)
                        begin
                            if(i_RX_Serial == 1'b0)
                                begin
                                    r_State <= SERIAL_DATA;
                                end
                            else
                                begin
                                    r_State <= INITIAL;
                                end
                            r_Clock_Count <= 0;    
                        end
                    else 
                        begin
                            r_Clock_Count <= r_Clock_Count + 1;
                        end
                end
            SERIAL_DATA :
                begin
                    if(r_Clock_Count == CLOCKS_PER_BIT - 1)
                        begin
                            if(r_Bit_Index < 7)
                                begin
                                    r_RX_Byte[r_Bit_Index] <= i_RX_Serial;
                                    r_Bit_Index <= r_Bit_Index + 1;
                                    r_Clock_Count <= 0;
                                end
                            else
                                begin
                                    r_RX_Byte[r_Bit_Index] <= i_RX_Serial;
                                    r_State <= STOP_BIT;
                                    r_Bit_Index <= 0;
                                    r_Clock_Count <= 0;
                                end 
                        end
                    else
                        begin
                            r_Clock_Count <= r_Clock_Count + 1;
                        end
                end
            STOP_BIT :
                begin
                    if(r_Clock_Count == CLOCKS_PER_BIT - 1)
                        begin
                            r_State <= CLEANUP;
                            r_Clock_Count <= 0;
                        end
                    else
                        begin
                            r_Clock_Count <= r_Clock_Count + 1;
                        end
                end
            CLEANUP :
                begin
                    r_RX_DV <= 1'b1;
                    r_Clock_Count <= 0;
                    r_State <= INITIAL;
                    r_Bit_Index <= 0;
                end
            default : r_State <= INITIAL;
        endcase
    end 
    assign o_RX_Byte = r_RX_Byte;
    assign o_RX_DV = r_RX_DV;
endmodule
module UART_RX_To_7Seg_Top (
    input i_Clk,
    input i_UART_RX,
    output o_UART_TX,
    output o_Segment1_A,
    output o_Segment1_B,
    output o_Segment1_C,
    output o_Segment1_D,
    output o_Segment1_E,
    output o_Segment1_F,
    output o_Segment1_G,
    output o_Segment2_A,
    output o_Segment2_B,
    output o_Segment2_C,
    output o_Segment2_D,
    output o_Segment2_E,
    output o_Segment2_F,
    output o_Segment2_G
);
    wire w_RX_DV;
    wire [7:0] w_RX_Byte;
    wire w_TX_Active;
    wire w_TX_Serial;
    wire w_Segment1_A, w_Segment2_A;
    wire w_Segment1_B, w_Segment2_B;
    wire w_Segment1_C, w_Segment2_C;
    wire w_Segment1_D, w_Segment2_D;
    wire w_Segment1_E, w_Segment2_E;
    wire w_Segment1_F, w_Segment2_F;
    wire w_Segment1_G, w_Segment2_G;
    Debounce_Switch Debounce_Inst (
        .i_Clk(i_Clk),
        .i_Switch(i_Switch_1),
        .o_Switch(w_Switch_1)
    );
    UART_RX #(.CLOCKS_PER_BIT(217)) UART_RX_Inst
    (.i_Clk(i_Clk),
   .i_RX_Serial(i_UART_RX),
   .o_RX_DV(w_RX_DV),
   .o_RX_Byte(w_RX_Byte)
   );
   assign o_UART_TX = w_TX_Active ? w_TX_Serial : 1'b1;
   UART_TX #(.CLOCKS_PER_BIT(217)) UART_TX_Inst (
    .i_Clk(i_Clk),
    .i_TX_Byte(w_RX_Byte),
    .i_TX_DV(w_RX_DV),
    .o_TX_Active(w_TX_Active),
    .o_TX_Serial(w_TX_Serial),
    .o_TX_Done()
   );
   Bin_To_7Seg SevenSeg1_Inst
    (.i_Clk(i_Clk),
    .Bin_Num(w_RX_Byte[7:4]),
    .o_Segment_A(w_Segment1_A),
    .o_Segment_B(w_Segment1_B),
    .o_Segment_C(w_Segment1_C),
    .o_Segment_D(w_Segment1_D),
    .o_Segment_E(w_Segment1_E),
    .o_Segment_F(w_Segment1_F),
    .o_Segment_G(w_Segment1_G));
    assign o_Segment1_A = ~w_Segment1_A;
    assign o_Segment1_B = ~w_Segment1_B;
    assign o_Segment1_C = ~w_Segment1_C;
    assign o_Segment1_D = ~w_Segment1_D;
    assign o_Segment1_E = ~w_Segment1_E;
    assign o_Segment1_F = ~w_Segment1_F;
    assign o_Segment1_G = ~w_Segment1_G;
  Bin_To_7Seg SevenSeg2_Inst
  (.i_Clk(i_Clk),
   .Bin_Num(w_RX_Byte[3:0]),
   .o_Segment_A(w_Segment2_A),
   .o_Segment_B(w_Segment2_B),
   .o_Segment_C(w_Segment2_C),
   .o_Segment_D(w_Segment2_D),
   .o_Segment_E(w_Segment2_E),
   .o_Segment_F(w_Segment2_F),
   .o_Segment_G(w_Segment2_G));
    assign o_Segment2_A = ~w_Segment2_A;
    assign o_Segment2_B = ~w_Segment2_B;
    assign o_Segment2_C = ~w_Segment2_C;
    assign o_Segment2_D = ~w_Segment2_D;
    assign o_Segment2_E = ~w_Segment2_E;
    assign o_Segment2_F = ~w_Segment2_F;
    assign o_Segment2_G = ~w_Segment2_G;
endmodule
module UART_TX#(parameter CLOCKS_PER_BIT = 217)(
    input i_Clk,
    input [7:0] i_TX_Byte,
    input i_TX_DV,
    output o_TX_Active,
    output o_TX_Serial,
    output o_TX_Done
);
parameter INITIAL = 3'b000;
parameter START_BIT = 3'b001;
parameter DATA_BITS = 3'b010;
parameter STOP_BIT = 3'b011;
parameter CLEANUP = 3'b100;
reg [2:0] r_State = INITIAL;
reg [7:0] r_Counter= 0;
reg [2:0] r_Bit_Index = 0;
reg [7:0] r_TX_Data = 0;
reg r_TX_Active = 0;
reg r_TX_Done = 0;
reg r_TX_Serial = 0;
always @(posedge i_Clk) begin
    case (r_State)
        INITIAL : begin
            r_TX_Serial <= 1'b1;
            r_TX_Done <= 1'b0;
            r_Counter <= 0;
            r_Bit_Index <= 0;
            if(i_TX_DV == 1'b1) begin
                r_State <= START_BIT;
                r_TX_Data <= i_TX_Byte;
                r_TX_Active <= 1'b1;
            end
            else begin
                r_State <= INITIAL;
            end
        end
        START_BIT : begin 
            if(r_Counter == CLOCKS_PER_BIT - 1) begin
                r_State <= DATA_BITS;
                r_Counter <= 0;
            end
            else begin
                r_Counter <= r_Counter + 1;
                r_TX_Serial <= 1'b0;
            end
        end
        DATA_BITS : begin 
            if(r_Bit_Index < 7) begin
                if(r_Counter == CLOCKS_PER_BIT - 1) begin
                    r_Counter <= 0;
                    r_Bit_Index <= r_Bit_Index + 1;
                end
                else begin
                    r_TX_Serial <= i_TX_Byte[r_Bit_Index];
                    r_Counter <= r_Counter + 1;
                end
            end
            else begin
                if(r_Counter == CLOCKS_PER_BIT - 1) begin
                    r_State <= STOP_BIT;
                    r_Counter <= 0;
                    r_Bit_Index <= 0;
                end
                else begin
                    r_TX_Serial <= i_TX_Byte[r_Bit_Index];
                    r_Counter <= r_Counter + 1;
                end
            end
        end
        STOP_BIT : begin
            if(r_Counter == CLOCKS_PER_BIT) begin
                r_State <= CLEANUP;
                r_Counter <= 0;
            end
            else begin
                r_Counter <= r_Counter + 1;
                r_TX_Serial <= 1'b1;
            end
        end
        CLEANUP : begin
            r_Counter <= 0;
            r_Bit_Index <= 0;
            r_State <= INITIAL;
            r_TX_Active <= 0;
            r_TX_Done <= 1'b1;
            r_TX_Data <= 0;
        end
    endcase
end
    assign o_TX_Serial = r_TX_Serial;
    assign o_TX_Done = r_TX_Done;
    assign o_TX_Active = r_TX_Active;
endmodule

===== run.sh =====
#!/bin/bash
# OpenROAD 26Q1-2900-gdf79404cd8, Yosys 0.63+post, stock flow scripts
make -C /OpenROAD-flow-scripts/flow DESIGN_CONFIG=/design/flow/config.mk WORK_HOME=/design/flow/orfs finish

===== config.mk =====
export PLATFORM = sky130hd
export DESIGN_NAME = UART_RX_To_7Seg_Top
export DESIGN_NICKNAME = UART_RX_To_7Seg_Top
export VERILOG_FILES = /design/flow/design.v
export SDC_FILE = /design/flow/constraint.sdc
export NUM_CORES = 4
export LEC_CHECK = 1
export CORE_UTILIZATION = 50

===== constraint.sdc =====
current_design UART_RX_To_7Seg_Top

set clk_period 2.2
set clk_io_pct 0.2

create_clock -name clk0 -period $clk_period [get_ports {i_Clk}]

set non_clock_inputs [all_inputs -no_clocks]
set_input_delay [expr $clk_period * $clk_io_pct] -clock clk0 $non_clock_inputs
set_output_delay [expr $clk_period * $clk_io_pct] -clock clk0 [all_outputs]

==> metrics.cfg <==
[run_status]
status=complete, no violations

[yosys]
numSynthFlops=53
synth.distinct_cells=47
yosysCellCount=313
ys_area_um2=3100
ys_seq_share_pct=46.8
yosysWarnings=6
ys.flop_type=edfxtp_1
netlist_area_um2=3100
synth-edff-count=39
area_leaders=edfxtp_1, ha_1, dfxtp_1
synthCells=313
syn_avg_cell_area_um2=9.91
yosys.area.top_type_share_pct=37.8
async_flop_share_pct=0
largest_area_cell=edfxtp_1

[final_layout]
drive_above_1_share_pct=8.66
n_fill_cell=522
design_area_um2=3440
lay_top_cells=edfxtp_1, inv_1, nor2_1
syn2layout_area_growth_pct=11.1

[clocking]
insertion_delay_ns=0.30
cts_buffers=5
tritoncts=built
post_cts_buffers=0
cts.repair.resized=0
clock-sinks=53
root_buffer=clkbuf_8
clkSlewWorstSetupHoldPaths_ns=0.09
cts_hold_buf=0
htree_levels=2
clockBufferDepth=2

[setup_path]
crit_slowest_cell=or4_1
endpoint_kind=register
worstSetupPathType=register to register
startpoint=UART_RX_Inst.r_Clock_Count[0]
r2r-start=UART_RX_Inst.r_Clock_Count[0]
path_cells=inv_1 > ha_1 > nand2_1 > or4_1 > o211ai_2 > nor2_1
startpoint_type=register
cp_max_fo=8
slowest_delay_ns=0.55
worstPathRequired_ns=2.25
crit_arrival_ns=2.04

[final_timing]
relSlewSlack_pct=72.4
fmax_ghz=0.501
tns_ns=0
hold_viol=0
setup_viol=0
finalCritPeriodShare_pct=90.6
finalMaxSlewViolations=0
fin_crit_ns=1.99
max_slew.worst_pin.slew_ns=0.414
rsz0062_at_grt=false
skew_ns=0.00849

[grt]
grt_max_degree=16
grt_overflow_total=0
antenna_found_initial=0
grt_pass1_wl_mm=8.34
first_global_vias=1894
grt_usage_pct=17.1

[placement]
portBuffers=16
globalplace.congestion=0.819
place_hpwl_mm=3.61
place_area_um2=3360

[routing]
post_drt_via_cell_ratio=5.18
vias=2124
wl_mm=4.98
first_iter_violations=78
first_pass_iters=4
avgRoutedWirePerCell_um=12.1
postRouteAntennaNets=0
antenna_cells=0
drc=0

[flow_run]
log.warning_count=43
maxCapViolCount=0

[die]
die_w_um=80.7
fp-row-count=28
fp_util_pct=52.1
die_height_um=80.7
core_um2=5960
die-area_um2=6520
boundaryPins=17

[min_path]
hp-start=UART_TX_Inst.r_Counter[7]
hold_path_class=register to register

[power_and_ir_drop]
p_leak_nw=1.46
ir_worst_vdd_v=0.000657
powerDensity_nw_per_um2=1100

-- cell type report --
class	instances	area [um^2]	share of cell area, %
Sequential cell	53	1450	42.1
Multi-Input combinational cell	211	1450	42.1
Timing Repair Buffer	24	220	6.39
Inverter	39	146	4.25
Tap cell	75	93.8	2.72
Clock buffer	6	72.6	2.11
Clock inverter	2	10.0	0.291
-- layer usage --
layer	vias to the layer above	GRT usage, %	part of all wire (%)
li1	1117	-	-
met1	982	25.9	51
met2	20	27.5	45
met3	5	3.88	2.8
met4	0	1.61	1.1
met5	-	0	0
-- worst paths after layout --
path	end	slack, ns	depth (start not counted)
max	UART_RX_Inst.r_Clock_Count[7]	0.21	6
min reg2reg	UART_TX_Inst.r_Counter[7]	0.63	2
min	UART_TX_Inst.r_Counter[7]	0.63	2
max reg2reg	UART_RX_Inst.r_Clock_Count[7]	0.21	6
-- Yosys cell counts (all sizes together) (2+ instances only) --
library cell and number:
a211oi 2, dfxtp 14, o21ai 20, edfxtp 39
a22oi 3, nor3b 2, nand3b 3, clkbuf 6
and2 2, buf 4, a21oi 9, nand4 5
and3 6, xnor2 7, xor2 9, nand2 30
mux4 3, nand2b 6, and4b 2, nor3 4
nor2 35, or2 2, a31oi 3, o211ai 3
inv 39, ha 24, nand3 11, nor2b 3
mux2 6
-- through the flow --
step | setup WS, ns | instances | hold WS (ns) | utilization [%] | total power [mW]
after floorplan | 0.0771 | 313 | 0.566 | - | 3.00
after global placement | 0.227 | 402 | 0.609 | 56.4 | 3.29
after detailed placement | 0.195 | 402 | 0.618 | 56.4 | 3.30
after CTS | 0.184 | 410 | 0.640 | 57.8 | 3.84
after global routing | 0.0696 | 410 | 0.664 | 57.8 | 4.13
final | 0.206 | 410 | 0.633 | 57.8 | 3.80
-- sequential cells by signal (all words and copies together) (netlist names) --
| name | count |
|---|---|
| UART_RX_Inst.r_Clock_Count | 8 |
| SevenSeg1_Inst.r_Hex_Encoding | 7 |
| UART_RX_Inst.r_RX_Byte | 8 |
| UART_TX_Inst.r_TX_Active | 1 |
| UART_RX_Inst.r_State | 3 |
| UART_TX_Inst.r_State | 3 |
| UART_RX_Inst.r_RX_DV | 1 |
| SevenSeg2_Inst.r_Hex_Encoding | 7 |
| UART_RX_Inst.r_Bit_Index | 3 |
| UART_TX_Inst.r_TX_Serial | 1 |
| UART_TX_Inst.r_Bit_Index | 3 |
| UART_TX_Inst.r_Counter | 8 |
-- logic make-up after synthesis --
| family | synth area share [%] |
|---|---|
| AOI/OAI and AO/OA | 9.12 |
| xor gates and xnor gates | 4.52 |
| adders and majority gates | 9.69 |
| buffers and inverters | 6.58 |
| DFF | 46.8 |
| muxes | 5.04 |
| and+or+nand+nor | 18.2 |
-- critical path: cells and delay by family (launching register included) --
| kind | cells | cell delay, ns |
|---|---|---|
| fa+ha+maj | 1 | 0.15 |
| flops | 1 | 0.45 |
| buf+inv | 1 | 0.08 |
| compound gates | 1 | 0.37 |
| simple gates | 3 | 0.68 |
-- power breakdown --
part           switching [mW]  internal (mW)  total (mW)
clock                   0.303          0.221       0.524
combinational           0.743          0.615        1.36
sequential              0.366           1.55        1.92
total                    1.41           2.39        3.80
No activity file was given, so power comes from the tool's default toggle rates.
